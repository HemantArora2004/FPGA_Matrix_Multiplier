==> ./design.v <==
`timescale 1ns / 1ps
module memory_access_control #(parameter MATRIX_A_MEM_DEPTH = 64, MATRIX_B_MEM_DEPTH = 64, MATRIX_MEM_WIDTH = 32)(
    input logic clk,
    input logic rst_n,
    input logic wr_clk_a,
    output logic [$clog2(MATRIX_A_MEM_DEPTH)-1:0] wr_address_a,
    output logic [MATRIX_MEM_WIDTH-1:0] write_data_a,
    output logic write_en_a,
    input logic wr_clk_b,
    output logic [$clog2(MATRIX_B_MEM_DEPTH)-1:0] wr_address_b,
    output logic [MATRIX_MEM_WIDTH-1:0] write_data_b,
    output logic write_en_b,
    input logic data_valid,
    input logic [31:0] data
);
typedef enum logic [0:0] {
    FILL_MEM_A,
    FILL_MEM_B 
} state_t;
state_t state, next_state;
logic [$clog2(MATRIX_A_MEM_DEPTH) -1:0] addr_a;
logic [$clog2(MATRIX_B_MEM_DEPTH)-1:0] addr_b;
always_ff @(posedge clk) begin
    if(!rst_n) begin
        addr_a <=  'b0;
        addr_b <= 'b0;
        state <= FILL_MEM_A;
    end 
    else begin
        state <= next_state;
        if(data_valid) begin
            if(state == FILL_MEM_A) begin
                addr_a <= addr_a + 'b1;
            end
            else if(state == FILL_MEM_B) begin
                addr_b <= addr_b + 'b1; 
            end    
         end
    end
end
always_ff @(posedge clk) begin
    write_en_a <= 1'b0;
    write_en_b <= 1'b0;
    write_data_a <= 'b0;
    write_data_b <= 'b0;
    if (data_valid) begin
        case (state)
            FILL_MEM_A: begin
                wr_address_a <= addr_a;
                write_data_a <= data;
                write_en_a <= 1'b1;
            end
            FILL_MEM_B: begin
                wr_address_b <= addr_b;
                write_data_b <= data;
                write_en_b <= 1'b1;
            end
        endcase
    end
end
always_comb begin
    next_state = state;
    case (state)
        FILL_MEM_A: begin
            if (addr_a == MATRIX_A_MEM_DEPTH - 1) begin
                next_state = FILL_MEM_B;
            end
        end
        FILL_MEM_B: begin
            if (addr_b == MATRIX_B_MEM_DEPTH - 1) begin
                next_state = FILL_MEM_A;
            end
        end
    endcase
end
endmodule
==> ./run.sh <==
#!/bin/bash
# OpenROAD 26Q1-2900-gdf79404cd8, Yosys 0.63+post, stock flow scripts
make -C /OpenROAD-flow-scripts/flow DESIGN_CONFIG=/design/flow/config.mk WORK_HOME=/design/flow/orfs finish
==> ./config.mk <==
export PLATFORM = sky130hd
export DESIGN_NAME = memory_access_control
export DESIGN_NICKNAME = memory_access_control
export VERILOG_FILES = /design/flow/design.v
export SDC_FILE = /design/flow/constraint.sdc
export NUM_CORES = 4
export LEC_CHECK = 1
export CORE_UTILIZATION = 50
==> ./constraint.sdc <==
current_design memory_access_control

set clk_period 3.4
set clk_io_pct 0.2

create_clock -name clk0 -period $clk_period [get_ports {clk}]

set non_clock_inputs [all_inputs -no_clocks]
set_input_delay [expr $clk_period * $clk_io_pct] -clock clk0 $non_clock_inputs
set_output_delay [expr $clk_period * $clk_io_pct] -clock clk0 [all_outputs]
==> changes_impl.md <==
### Changed

- RSZ-0062 raised after global routing: false
- Final ANT Viol Nets: 0
- Row cnt: 26
- Setup TNS: 0 ps
- Fin crit share: ~57%
- Critical path's top delay family: buffers and inverters
- CTS Sinks: between 90 and 100
- Routed wire length: just over 5 mm
- Setup Viol. Count Final: 0
- Share of cells above drive strength 1: under 10%
- Worst reg2reg setup slack: 1970 ps
- DIE AREA: 5840 um2
- Flop area: slightly below 2000 um2
- CP Capture Type: register
- FF+latch count, synth: ~91
- Logic cell area: ~750 um2
- Final tally of hold violations: 0
- Wire length per cell: 12.6 um
- Max-cap violations: 0
- Worst R2R Start: state
- Hold-fix buffers, CTS: 0
- DRC: 0
- Synth Seq Share: 70.1%
- Post-Syn Instances: 220
- Final hold slack: 492 ps
- Worst slew margin: about two thirds
- Synth Cell Area: roughly 2800 um2
- PD cells: about 450 nW/um2
- Die H: 76.4 um
- Cells in synth_stat.txt: 220
- CP required: 3630 ps
- Worst path cell trace: clkdlybuf4s50_1 > buf_4 > nand2_2 > o31a_1 > o21a_1
- First-pass GRT wire length: about 8.3 mm
- Placeable core region: ~5200 um2
- Crit path max-delay cell type: clkdlybuf4s50_1
- Post-CTS setup buffers: 0
- 1st-pass router iterations: 4
- Total CTS buffers: 9
- VDD IR-drop max: 338 uV
- Synth warn: 1
- Worst-path fanout max: 36
- IO buf count: between 100 and 150
- IO Pins: about 120
- CP Class: input pin to register
- Worst-margin pin slew: roughly 520 ps
- Vias/cell: ~4.7
- CTS tree: yes
- Late-Pin Clk Latency: 330 ps
- Mean post-synth cell area: approximately 13 um2
- Detailed placement HPWL: between 3 and 4 mm
- Largest net degree at the start of global routing: about 44
- Post-CTS sizing: 0
- Die X: about 76 um
- Data arrival time of the worst path: around 2200 ps
- FP Util: roughly 53%
- Initial DRC count: approximately 90
- Routability cong.: ~0.83
- Vias: between 1500 and 2000
- R2R depth: 4
- Total power: 1850 uW
- YS chip area: between 2000 and 3000 um2
- Achievable Freq: between 0.5 and 0.6 GHz
- Inserted Diodes: 0
- H-tree depth: 3
- Layout Utilization: between 70% and 80%
- Clk root buf: clkbuf_8
- All-Layer GR Usage: 18.9%
- CTS Buffer Depth: 2
- Crit path launch type: input pin
- Worst Setup EP: addr_b[5]
- Unique cell types: 31
- Initial antenna violation count: 0
- Setup crit start: data_valid
- P_leak: around 0.0017 uW
- Min cycle time layout: roughly 1900 ps
- CP Buf/Inv Count: 2
- Stages on worst setup path: 5
- HP Class: register to register
- Clock Skew: around 5.5 ps
- Status: finished clean
- Worst-path clk slew: approximately 80 ps
- Area growth syn-to-layout: 47.5%
- Filler cell count: ~330
- Remaining Overflow, GRT: 0
- Slew Limit Fails: 0
- Vias in the first global route: around 1700
- R2R Path End: addr_b[5]
- CP max stage delay: ~470 ps
- Log Warnings: 28
logic make-up (layout without fill, tap and decap cells):
| logic type | count (synthesis) | after routing | synth area share, % |
|---|---|---|---|
| adders and majority gates | 2 | 2 | 0.903 |
| muxes | 5 | 5 | 1.81 |
| xor gates and xnor gates | 4 | 4 | 1.26 |
| and+or+nand+nor | 96 | 96 | 21.4 |
| DFF | 91 | 91 | 70.1 |
| AOI/OAI and AO/OA | 7 | 7 | 1.72 |
| buffers and inverters | 15 | 132 | 2.85 |
area by class of cell:
type / instances / share of cell area (%)
clock inverter: 2 / 0.276
clock buffer: 14 / 3.74
sequential: 91 / 47.5
inverter: 2 / 0.184
multi-input combinational: 114 / 18.3
tap: 70 / 2.14
timing repair buffer: 114 / 27.8
power by group:
part           leakage, uW  internal (uW)  switching [uW]
Sequential        0.000777           1110            9.13
Clock            0.0000850            287             322
Combinational     0.000857           87.6            32.7
worst min-delay path by stage:
stage / from / end / cells after the start
CTS: addr_a[4] / wr_address_a[4] / 0
global route: addr_a[4] / wr_address_a[4] / 0
finish: addr_a[4] / wr_address_a[4] / 0
registers in the layout, summed over array words and instances (netlist names):
name          count
addr_a            6
addr_b            6
state             1
wr_address_a      6
wr_address_b      6
write_data_a     32
write_data_b     32
write_en_a        1
write_en_b        1
layer usage:
metal,GRT usage (%),vias to the layer above,routed length [um]
li1,-,960,-
met1,29.4,842,2270
met2,27.8,86,2320
met3,4.50,14,390
met4,5.77,0,155
met5,0,-,0
cell usage after synthesis:
library cell | count | area (um2)
inv_2 | 1 | 3.75
nand3_1 | 2 | 10.0
a31oi_1 | 1 | 6.26
ha_1 | 2 | 25.0
clkbuf_1 | 7 | 26.3
nor2_1 | 1 | 3.75
nand2_2 | 1 | 6.26
o21ai_0 | 2 | 10.0
and3_1 | 33 | 206
edfxtp_1 | 12 | 360
or3_1 | 1 | 6.26
buf_4 | 1 | 7.51
inv_1 | 1 | 3.75
nor4_1 | 1 | 6.26
xnor2_1 | 3 | 26.3
nand2_1 | 8 | 30.0
nand2b_1 | 4 | 25.0
mux2i_1 | 5 | 50.1
dfxtp_1 | 79 | 1580
a21boi_1 | 2 | 15.0
o21a_1 | 1 | 7.51
nand3_4 | 1 | 17.5
xor2_1 | 1 | 8.76
buf_6 | 2 | 22.5
and2b_4 | 1 | 10.0
nand3b_1 | 1 | 7.51
nand4_1 | 4 | 25.0
o31a_1 | 1 | 8.76
and2_1 | 36 | 225
buf_2 | 3 | 15.0
nor2b_1 | 2 | 12.5
layout by cell type (no fill, tap or decap), drive strengths merged, types with 4 or more instances in the layout:
master,n
and2,36
edfxtp,12
dfxtp,79
nand2b,4
nand2,9
mux2i,5
nand4,4
clkbuf,14
clkdlybuf4s50,112
and3,33
stage by stage:
stage / setup slack (ps) / cells / area (um2)
floorplan: 1890 / 220 / 2770
global placement: 1130 / 391 / 3920
detailed placement: 1120 / 391 / 3920
CTS: 1490 / 407 / 4090
global route: 1430 / 407 / 4090
finish: 1470 / 407 / 4090
Power figures rest on the tool's default switching activity, not on a simulated workload.
