`flow/run.sh`:
```
#!/bin/bash
# OpenROAD 26Q1-2900-gdf79404cd8, Yosys 0.63+post, stock flow scripts
make -C /OpenROAD-flow-scripts/flow DESIGN_CONFIG=/design/flow/config.mk WORK_HOME=/design/flow/orfs finish
```
`flow/config.mk`:
```
export PLATFORM = sky130hd
export DESIGN_NAME = row_column_fetcher
export DESIGN_NICKNAME = row_column_fetcher
export VERILOG_FILES = /design/flow/design.v
export SDC_FILE = /design/flow/constraint.sdc
export NUM_CORES = 4
export LEC_CHECK = 1
export CORE_AREA = 10 10 94 94
export DIE_AREA = 0 0 104 104
```
`flow/constraint.sdc`:
```
current_design row_column_fetcher

set clk_period 3.8
set clk_io_pct 0.2

create_clock -name clk0 -period $clk_period [get_ports {clk}]

set non_clock_inputs [all_inputs -no_clocks]
set_input_delay [expr $clk_period * $clk_io_pct] -clock clk0 $non_clock_inputs
set_output_delay [expr $clk_period * $clk_io_pct] -clock clk0 [all_outputs]
```
`flow/design.v`:
```
`timescale 1ns / 1ps
module row_column_fetcher #(
    parameter 
    MATRIX_A_MEM_DEPTH = 64, 
    MATRIX_A_ROWS = 8, 
    MATRIX_A_COLUMNS = 8, 
    MATRIX_B_MEM_DEPTH = 64, 
    MATRIX_B_ROWS = 8, 
    MATRIX_B_COLUMNS = 8, 
    MATRIX_MEM_WIDTH = 32
    )(
    input logic clk,
    input logic rst_n,
    input memory_filled,
    output logic [$clog2(MATRIX_A_MEM_DEPTH)-1:0] rd_address_a,
    input logic [MATRIX_MEM_WIDTH-1:0] read_data_a,
    output logic [$clog2(MATRIX_B_MEM_DEPTH)-1:0] rd_address_b,
    input logic [MATRIX_MEM_WIDTH-1:0] read_data_b,
    output logic [MATRIX_MEM_WIDTH-1:0] mult_a,
    output logic [MATRIX_MEM_WIDTH-1:0] mult_b,
    output logic mult_start,
    input logic [MATRIX_MEM_WIDTH-1:0] mult_out,
    input logic mult_done
);
typedef enum logic [0:0] {
    IDLE,
    COUNT
} state_t;
state_t state, next_state;
localparam row_a_cnt_width    = $clog2(MATRIX_A_ROWS);
localparam row_a_offset_width = $clog2(MATRIX_A_MEM_DEPTH);
localparam col_b_cnt_width    = MATRIX_B_COLUMNS > 1 ? $clog2(MATRIX_B_COLUMNS) : 1;
localparam col_b_offset_width = $clog2(MATRIX_B_MEM_DEPTH);
localparam counter_width      = $clog2(MATRIX_B_ROWS);
logic [row_a_cnt_width-1:0] row_a_cnt; 
logic [row_a_offset_width-1:0] row_a_offset;
logic [col_b_cnt_width-1:0] col_b_cnt;
logic [col_b_offset_width-1:0] col_b_offset;
logic [counter_width-1:0] counter;
always_ff @(posedge clk) begin
    if(!rst_n) begin
        state <= IDLE;
        row_a_cnt <= 'b0;
        row_a_offset <= 'b0;
        col_b_cnt <= 'b0;
        col_b_offset <= 'b0;
        counter <= 'b0;
    end
    else begin
        state <= next_state;
        if(state == COUNT) begin
            if(counter == MATRIX_B_ROWS-1) begin
                counter <= 'b0;
                col_b_offset <= 'b0;
                col_b_cnt <= col_b_cnt + 'b1;
            end
            else begin 
                counter <= counter + 'b1;
                col_b_offset <= col_b_offset + col_b_offset_width'(MATRIX_B_COLUMNS-1);
            end
            if(col_b_cnt == MATRIX_B_COLUMNS-1 && counter == MATRIX_B_ROWS-1) begin
                col_b_cnt <= 'b0;
                row_a_cnt <= row_a_cnt + 'b1;
                row_a_offset <= row_a_offset + row_a_offset_width'(MATRIX_A_COLUMNS);
            end
            if(row_a_cnt == MATRIX_A_ROWS-1 && col_b_cnt == MATRIX_B_COLUMNS-1 && counter == MATRIX_B_ROWS-1) begin
                row_a_cnt <= 'b0;
                row_a_offset <= 'b0;
                col_b_cnt <= 'b0;
                col_b_offset <= 'b0;
                counter <= 'b0;
            end
        end
    end
end
always_ff @(posedge clk) begin
    case(state)
        IDLE: begin 
            rd_address_a <= 'b0;
            rd_address_b <= 'b0;
        end
        COUNT: begin
            rd_address_a <= row_a_offset + counter;
            rd_address_b <= col_b_cnt + col_b_offset + counter;
        end
    endcase
end
always_comb begin
    next_state = state;
    case (state)
        IDLE: begin
            if (memory_filled == 1'b1) begin
                next_state = COUNT;
            end
        end
        COUNT: begin
            if(row_a_cnt == MATRIX_A_ROWS-1 && col_b_cnt == MATRIX_B_COLUMNS-1 && counter == MATRIX_B_ROWS-1) begin
                next_state = IDLE;
            end
        end
    endcase
end
endmodule
```
==> run notes <==
flow finished, numbers: Vias per Instance 3.55, Yosys chip area 0.00194 mm², vias in the first global route 1189, worst hold path type flop to flop, pwr/cell area 343 mW/mm², r2r setup slk 1730 ps, hold endpoint row_a_cnt[0], CTS sink cnt 31, CTS clk-pin slew, worst paths 60 ps, Worst setup SP type flop, I/O Pins 177, Routed WL per cell 9.70 µm, DRT Pass-1 Iters 4, core area 0.00683 mm², Gates resized, CTS repair 0, Num CTS Buffers 5, Synth area leaders dfxtp_1, buf_4, ha_1, Rows 30, die height 104 µm, Setup crit end kind flop, Antenna Cells 0, Top cell area share 0.320, Post-synth EDFFs 0, CTS root buf clkbuf_8, floorplan utilization 0.284, global-route wire length before repair 5180 µm, Final Cycle Share 0.544, DP HPWL 2450 µm, CTS tree yes, syn avg cell area 9.15 µm², setup violators final 0, Detail Route Antenna Nets 0, Post-synth ARST share 0, ys flop type dfxtp_1, Max FO, Critical Path 4, post-synthesis sequential area ratio 0.320, final hold violations 0, wire length on met1 1670 µm, Final Core Density 0.298, fmax 483 MHz, die extent in x 104 µm, vias 1158, number of cells in Yosys stat 212, initial antenna violation count 0, status finished, final reports clean, setup bufs post-CTS 0, worst skew pair latency 280 ps, arrival time at the worst endpoint 2230 ps, WL met2 1270 µm, GP Congestion 0.746, Layout Skew 5.34 ps, Leakage 0.924 nW, unrepaired setup endpoints after global routing no, Max-Cap Viols 0, CTS max path bufs 2, hold_buf cts 0, Buffers on Ports 14, uppermost layer routed met4, FF-to-FF path depth 9, area grow syn2layout 4.96%, pins over their slew limit 0, DRT Wirelength 3160 µm, H-tree depth 2, fill cell count 735, WHS Path Cells 2, Unique masters post-synth 34, worst r2r src col_b_offset[0], hold path startpoint row_a_cnt[0], Die ar. 0.0108 mm², Ys Warns 66, DRC marker count from the first detailed-route iteration 51, critical path class flop to flop, Mapped Area 0.00194 mm², met3 WL post-DR 166 µm, worst vdd ir 0.124 mV, area leader, netlist dfxtp_1, share of post-route cells with drive strength above 1 0.0478, Critical R2R Capture rd_address_b[5], Required @ worst endpoint 3960 ps, Post-synth regs 31, pin count of the biggest net entering global routing 29, drt drc 0, All-Layer GR Usage 0.0535, total grt overflow 0, post-layout min period 2070 ps, tool warnings 122, Setup TNS Final 0 ps, Post-Syn Instances 212
-- layer usage --
| metal | track usage | vias to the layer above |
|---|---|---|
| met2 | 0.0788 | 57 |
| met5 | 0 | - |
| met3 | 0.0150 | 4 |
| met1 | 0.0766 | 507 |
| li1 | - | 590 |
| met4 | 0.0109 | 0 |
-- where the power goes --
group          internal [mW]  switching [mW]  total (mW)
combinational         0.0352          0.0334      0.0685
sequential             0.338          0.0119       0.350
clock                  0.165           0.116       0.281
total                  0.538           0.161       0.699
-- cell type report --
type                       instances  area [µm²]  area share
sequential                        31         621       0.305
timing repair buffer              15         148      0.0725
multi-input combinational        168        1020       0.500
inverter                           8        30.0      0.0147
tap                               96         120      0.0590
clock buffer                       8         100      0.0491
-- cell families (layout without fill, tap and decap cells) --
group,Yosys count,in the layout,synth area share
muxes,8,8,0.0413
DFF,31,31,0.320
buffers and inverters,78,31,0.281
other,1,66,0.00193
AOI/OAI and AO/OA,18,18,0.0554
and+or+nand+nor,55,55,0.159
adders and majority gates,16,16,0.119
xor gates and xnor gates,5,5,0.0226
-- how the worst max path moves through the flow --
stage | startpoint | to
after CTS | col_b_offset[0] | rd_address_b[5]
after global routing | col_b_offset[0] | rd_address_b[5]
final | col_b_offset[0] | rd_address_b[5]
-- sequential cells by signal, summed over array words and instances (netlist names) --
signal	flops
counter	3
col_b_cnt	3
row_a_offset	3
rd_address_b	6
col_b_offset	6
state	1
rd_address_a	6
row_a_cnt	3
-- Yosys cell counts, types with 2 or more instances --
cell      number
clkbuf_1       3
and2_1         7
xnor2_1        3
o21ai_0        7
a21boi_1       2
dfxtp_1       31
or3_1          3
nand2b_1       2
inv_1          8
fa_1           4
ha_1          12
a21oi_1        4
nand3_1        5
a21boi_0       3
buf_4         65
xor2_1         2
mux2i_1        8
nor2_1         6
nor2b_1       12
nand2_1       11
-- critical path: stages (launching register included) --
cell and delay (ps):
dfxtp_1 380, inv_1 110, fa_1 390, inv_1 70, ha_1 170, inv_1 60
fa_1 370, nor2b_1 160, o21ai_0 130, mux2i_1 140
-- stage by stage --
stage	cells	instance area [µm²]	setup WS [ps]	hold WS (ps)	total power, mW
finish	326	2040	1730	470	0.699
global placement	318	1940	1750	457	0.428
detailed placement	318	1940	1730	468	0.428
global route	326	2040	1580	511	0.741
floorplan	277	2180	1910	443	0.448
CTS	326	2040	1720	475	0.715
-- placed cells by master (no fill, tap or decap) --
master / Yosys / routed
nand3_2: 1 / 1
fa_1: 4 / 4
nand3_1: 5 / 5
nor2_1: 6 / 6
or3_2: 1 / 1
and3_2: 1 / 1
or4b_1: 1 / 1
a21boi_0: 3 / 3
nand4_1: 1 / 1
a21o_1: 1 / 1
ha_1: 12 / 12
nand4b_1: 1 / 1
a21oi_1: 4 / 4
o31ai_1: 1 / 1
nor3_1: 1 / 1
a21boi_1: 2 / 2
o21ai_0: 7 / 7
buf_4: 65 / 1
conb_1: 1 / 66
mux2i_1: 8 / 8
inv_1: 8 / 8
clkdlybuf4s50_1: 0 / 14
nor3b_1: 1 / 1
clkbuf_8: 0 / 7
nor2b_1: 12 / 12
nand2_1: 11 / 11
nand2b_1: 2 / 2
and2_1: 7 / 7
clkbuf_1: 3 / 1
xnor2_1: 3 / 3
nand3b_1: 1 / 1
or3_1: 3 / 3
xor2_1: 2 / 2
dfxtp_1: 31 / 31
Power is estimated from default activity; no workload was simulated.
